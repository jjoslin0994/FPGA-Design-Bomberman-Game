<file path="config.mk">
export PLATFORM = sky130hd
export DESIGN_NAME = LFSR_16
export DESIGN_NICKNAME = LFSR_16
export VERILOG_FILES = /design/flow/design.v
export SDC_FILE = /design/flow/constraint.sdc
export NUM_CORES = 4
export LEC_CHECK = 1
export CORE_AREA = 10 10 105 105
export DIE_AREA = 0 0 115 115
</file>
<file path="constraint.sdc">
current_design LFSR_16

set clk_period 2.9
set clk_io_pct 0.2

create_clock -name clk0 -period $clk_period [get_ports {clk}]

set non_clock_inputs [all_inputs -no_clocks]
set_input_delay [expr $clk_period * $clk_io_pct] -clock clk0 $non_clock_inputs
set_output_delay [expr $clk_period * $clk_io_pct] -clock clk0 [all_outputs]
</file>
<file path="design.v">
`timescale 1ns / 1ps
module LFSR_16(
    input clk,
    input rst,
    input w_en,
    input [15:0] w_in,
    output reg [15:0] out
    );
    reg [15:0] count;
    wire feedback;
    assign feedback = w_in[15] ^ w_in[13] ^ w_in[12] ^ w_in[10];
    always @(posedge clk or posedge rst) begin
        if (rst) begin
            out <= 16'hA5A5;  
        end else if (w_en) begin
            if(count[7]) begin
                out <= count;
            end else begin
                out <= {w_in[14:0], feedback};
            end
        end else begin
            count <= count + 1;
        end
    end
endmodule
</file>
<file path="run.sh">
#!/bin/bash
# OpenROAD 26Q1-2900-gdf79404cd8, Yosys 0.63+post, stock flow scripts
make -C /OpenROAD-flow-scripts/flow DESIGN_CONFIG=/design/flow/config.mk WORK_HOME=/design/flow/orfs finish
</file>
==> flow_summary.json <==
{
  "die_h_um": 115,
  "ys_cells": 133,
  "dieWidth_um": 115,
  "syn_area_sq_um": 1580,
  "fp-row-count": 34,
  "cts_setup_buffers": 0,
  "ys_seq_elements": 32,
  "compound_area_frac": 0.0577,
  "rsz0062_at_grt": "no",
  "synth_seq_share": 0.563,
  "cts.htree.levels": 2,
  "drtIter0Drc": 57,
  "grt_overflow": 0,
  "path_cells": "clkdlybuf4s50_1",
  "internal_power_mw": 0.881,
  "vias": 1095,
  "cts_max_path_buffers": 2,
  "io_pins": 35,
  "wl_per_cell_um": 13.1,
  "cts_made_buffers": 5,
  "gr-usage-all-layers": 0.0573,
  "max_freq_ghz": 0.537,
  "cp.arrival_ns": 1.28,
  "setup_tns_ns": 0,
  "fin_crit_ns": 1.86,
  "core-area_sq_um": 8760,
  "ys_top_logic_family": "simple AND/OR/NAND/NOR gates",
  "path_class": "flop to output port",
  "seqPwrFrac": 0.486,
  "antenna_found_initial": 0,
  "setup.worst_path.start_class": "flop",
  "status": "finished, final reports clean",
  "crit_buf_inv": 1,
  "cts-root-buf": "clkbuf_8",
  "power_density_nw_per_um2": 517,
  "netlist_instances": 133,
  "crit_family": "flip-flops",
  "final_cell_area_sq_um": 2170,
  "gp_congestion": 0.790,
  "drc": 0,
  "pwr-share-clk": 0.390,
  "yosysMostFrequentCell": "nor2_1",
  "cts_tree": "done",
  "clock-sinks": 32,
  "power_mw": 1.12,
  "worstSetupPathDepth": 1,
  "final_cells": 280,
  "grt_max_degree": 20,
  "clk_latency_ns": 0.28,
  "maxSlewHeadroom": 0.582,
  "port-buffer-count": 34,
  "antenna_left": 0,
  "fa_ha_area_frac": 0.00791,
  "placed_cells": 272,
  "grt_pass1_vias": 1192,
  "first_pass_iters": 4,
  "hold_depth": 2,
  "dp_hpwl_um": 2760,
  "viasPerCell": 3.91,
  "post_cts_resized": 0,
  "r2r_cells": 4,
  "die-area_sq_um": 13200,
  "whs_ns": 0.489,
  "switchingPower_mw": 0.239,
  "sw_frac_of_total": 0.213,
  "required_ns": 2.32,
  "synthXorXnorAreaFrac": 0.0941,
  "final_max_slew_viol_count": 0,
  "area_delta_synth_final_pct": 36.9,
  "ys_types": 26,
  "crit_fanout": 2,
  "leakage_nw": 0.803,
  "peakVddDrop_mv": 0.196,
  "top_cells_by_area": "edfxtp_1 (30%), dfstp_2 (13%), dfrtp_1 (13%)",
  "period_used_share": 0.643,
  "slowest_stage": "dfstp_2",
  "synthArstFlopShare": 0.500,
  "drive_above_1_share": 0.163,
  "crit_path_max_incr_delay_ns": 0.53,
  "synth-main-ff-cell": "edfxtp_1",
  "cap_viol_max_count": 0,
  "wl_um": 3680,
  "yosys.area.top_type_share": 0.304,
  "edf_count": 16,
  "simple_gate_area_frac": 0.164,
  "place_area_sq_um": 2050,
  "clk_pin_slew_worst_paths_ns": 0.07,
  "skew_ns": 0.00552,
  "nFillCells": 905,
  "synth_area_leader_cell": "edfxtp_1",
  "avgSynthCellArea_sq_um": 11.9,
  "cts_hold_buffers": 0,
  "hold_class": "flop to flop",
  "end_kind": "output port",
  "n_antenna_cell": 0,
  "ys_area_sq_um": 1580,
  "fp-utilization": 0.181,
  "mux_share": 0.0822,
  "top_cells_by_count": "nor2_1 (18), edfxtp_1 (16), a21oi_1 (13), mux2i_1 (13), xor2_1 (11)",
  "grt_pass1_wl_um": 6110,
  "pwr-share-comb": 0.123,
  "yosys_warnings": 1,
  "setup_viol": 0,
  "tool_warnings": 25,
  "hold_viol_final": 0,
  "tightest_slew_ns": 0.626
}
==> kinds of logic after synthesis <==
logic type,Yosys count
and+or+nand+nor,42
adders and majority gates,1
buffers and inverters,11
AOI/OAI and AO/OA,17
muxes,13
DFF,32
xor gates and xnor gates,17
==> layer usage <==
layer | track usage | share of wire | vias to the layer above
met5 | 0 | 0 | -
met4 | 0.0116 | 0.025 | 0
met3 | 0.0216 | 0.075 | 5
met2 | 0.0893 | 0.45 | 28
met1 | 0.0751 | 0.45 | 517
li1 | - | - | 545
==> registers in the layout (all words and copies together), names as in the netlist <==
signal,count
count,16
out,16
==> layout make-up <==
cell class / instances / area, sq um / area share
clock buffer: 6 / 82.6 / 0.0381
clock inverter: 2 / 33.8 / 0.0156
inverter: 5 / 18.8 / 0.00866
multi-input combinational: 90 / 643 / 0.297
sequential: 32 / 891 / 0.411
tap: 108 / 135 / 0.0624
timing repair buffer: 37 / 363 / 0.167
==> per-stage QoR <==
stage / setup WS, ns / util
final: 1.04 / 0.247
after detailed placement: 0.842 / 0.234
after floorplan: 0.869 / -
after global routing: 0.987 / 0.247
after CTS: 1.01 / 0.247
after global placement: 0.859 / 0.234
==> worst min-delay path, stage by stage, from the launching register on <==
cell     delay [ns]
dfstp_2        0.37
nor2_1         0.08
a21oi_1        0.04
==> power by group through the flow <==
stage	Sequential [mW]	Clock [mW]	Combinational (mW)
4_1_cts	0.546	0.449	0.143
5_1_grt	0.551	0.469	0.155
6_report	0.545	0.437	0.138
==> placed cells by master (no fill, tap or decap), types with 2 or more instances in the layout <==
| cell | instances |
|---|---|
| clkdlybuf4s50_1 | 34 |
| nor2_1 | 18 |
| edfxtp_1 | 16 |
| mux2i_1 | 13 |
| a21oi_1 | 13 |
| xor2_1 | 11 |
| dfstp_2 | 8 |
| dfrtp_1 | 8 |
| nand2_1 | 6 |
| xnor2_1 | 6 |
| clkbuf_8 | 6 |
| inv_1 | 4 |
| nor4_2 | 4 |
| nand3_1 | 4 |
| buf_4 | 3 |
| a31oi_1 | 2 |
| nand4_1 | 2 |
| nor3_1 | 2 |
| nor3_2 | 2 |
==> final timing paths <==
path	start	end	slack (ns)
setup / recovery	out[15]$_DFFE_PP1P_	out[15]	1.04
hold / removal	out[2]$_DFFE_PP1P_	out[2]$_DFFE_PP1P_	0.49
setup reg to reg	count[0]$_DFFE_PP_	count[12]$_DFFE_PP_	1.34
hold reg to reg	out[2]$_DFFE_PP1P_	out[2]$_DFFE_PP1P_	0.49
max in group asynchronous	rst	out[6]$_DFFE_PP0P_	1.77
min in group asynchronous	rst	out[9]$_DFFE_PP0P_	0.73
Power and IR drop assume default switching activity.
