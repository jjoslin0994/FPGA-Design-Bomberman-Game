$ cat design/flow/config.mk
export PLATFORM = sky130hd
export DESIGN_NAME = debounce_button
export DESIGN_NICKNAME = debounce_button
export VERILOG_FILES = /design/flow/design.v
export SDC_FILE = /design/flow/constraint.sdc
export NUM_CORES = 4
export LEC_CHECK = 1
export CORE_AREA = 10 10 107 107
export DIE_AREA = 0 0 117 117
$ cat design/flow/constraint.sdc
current_design debounce_button

set clk_period 4.1
set clk_io_pct 0.2

create_clock -name clk0 -period $clk_period [get_ports {clk}]

set non_clock_inputs [all_inputs -no_clocks]
set_input_delay [expr $clk_period * $clk_io_pct] -clock clk0 $non_clock_inputs
set_output_delay [expr $clk_period * $clk_io_pct] -clock clk0 [all_outputs]
$ cat design/flow/design.v
`timescale 1ns / 1ps
module debounce_button
(
   input wire clk, reset, button,
	output db_out
);
reg [17:0] db_reg;      
always @(posedge clk, posedge reset)
	if(reset)
		db_reg <= 0;
	else
		db_reg <= !button ? 0 : (button && db_reg < 200000) ? db_reg + 1 : db_reg;
assign db_out = (db_reg == 200000) ? 1 : 0;
endmodule
$ cat design/flow/run.sh
#!/bin/bash
# OpenROAD 26Q1-2900-gdf79404cd8, Yosys 0.63+post, stock flow scripts
make -C /OpenROAD-flow-scripts/flow DESIGN_CONFIG=/design/flow/config.mk WORK_HOME=/design/flow/orfs finish
==> notes.md <==
impl run done, here's what came out: Lkg Pwr=0.000432 uW, Core Footprint=9200 sq um, Vias/cell=3.98, max reg flops=18, Remaining Overflow, GRT=0, largest area contributor in the netlist=dfrtp_1, initial DRC count=70, Power Dens Cells=250 nW/um^2, Setup crit end kind=output pin, distinct lib cells=27, Setup TNS=0 ps, post-synthesis instance area=1110 sq um, Remaining DRCs=0, Post-synth EDFFs=0, most instantiated logic cells after routing=dfrtp_1 (18), a21oi_1 (13), nand2_1 (12), or4_1 (11), o31ai_1 (10), Chip Area, Yosys=1110 sq um, Initial Utilization=12.0%, remaining antenna violation count=0, RSZ-0062 raised after global routing=no, final core utilization=14.1%, cell count after synthesis=119, crit path max fanout=5, status=complete, no violations, die height=117 um, yosys cell count=119, clk buf depth=2, worst-margin pin slew=773 ps, Final Slew Violations=0, ys async rst share=100%, Slew HR=48.2%, Die ar.=13,700 sq um, Final GP Congestion=0.826, PortBufs=3, Final Hold Vio Count=0, Wirelength per Cell=10.5 um, vias=924, Layout area overhead=17.1%, CTS tree=yes, share of cells above drive strength 1=5.79%, FF+latch count, synth=18, drt first pass iters=4, root buffer cell=clkbuf_8, OpenROAD warnings=26, number of global-route vias before repair=922, final setup fails=0, Setup Skew=0.603 ps, overall routing resource usage=3.97%, Fmax=320 MHz, CTS resizes=0, part of the cycle the worst path needs=76.1%, total clock sinks=18, Antenna diodes=0, clk ins delay skew pair=250 ps, Main synth FF type=dfrtp_1, DRT Wirelength=2.44 mm, synth warn=1, sequential cell area=450 sq um, WP data arrival=2300 ps, clock slew at reported path FFs=60 ps, Max VDD drop=117 uV, # rows=35, Tmin final=3120 ps, fillers=1,029, largest net degree at the start of global routing=20, critical path startpoint category=flop, die width=117 um, Critical Setup Path Class=flop to output pin, Worst EP required=3280 ps, max cap viols=0, Synth top area share=40.7%, Hold Buf Count CTS=0, Hold WC Path Type=flop to flop, htree depth=1, total CTS buffers=3, setup bufs post-CTS=0, most numerous logic cell after layout=dfrtp_1, dominant cells by area after synthesis=dfrtp_1 (41%), or4_1 (7.5%), o31ai_1 (6.8%), a21oi_1 (5.9%), nand3_1 (4.1%), first-pass GRT wire length=4.46 mm, I/O pins=4, register area share after synthesis=40.7%, initial antenna violation count=0, MI comb area=604 sq um, Post-DP HPWL=1.71 mm, syn avg cell area=9.29 sq um
[stage by stage]
stage | std cells | hold WS (ps) | cell area (sq um) | power [uW] | worst slack, ps
2_1_floorplan | 119 | 491 | 1110 | 200 | 1960
3_3_place_gp | 229 | 530 | 1250 | 206 | 1220
3_5_place_dp | 229 | 527 | 1250 | 206 | 1250
4_1_cts | 232 | 546 | 1290 | 333 | 956
5_1_grt | 232 | 584 | 1290 | 342 | 754
6_report | 232 | 541 | 1290 | 323 | 978
[kinds of logic after synthesis]
logic type / count (synthesis) / synth area share, %
simple gates: 52 / 29.0
compound gates: 32 / 19.8
flops: 18 / 40.7
buf+inv: 11 / 4.64
mux: 4 / 3.62
fa+ha+maj: 2 / 2.26
[critical path, stage by stage, from the launching register on]
cell	delay (ps)
dfrtp_1	440
or4_1	570
nor2_1	120
nand4_1	110
nor4b_1	300
clkdlybuf4s50_1	520
[cell type report]
class                           instances  area share [%]
Multi-Input combinational cell         90            46.7
Sequential cell                        18            34.8
Tap cell                              111            10.7
Timing Repair Buffer                    4            2.90
Inverter                                6            1.74
Clock buffer                            3            3.19
[cell usage after synthesis (all sizes together), types with 4 or more instances]
cell and count:
a21oi 14, dfrtp 18, inv 6, mux2i 4, nand2 12, nand2b 4, nand3 9, nor4 4
o21ai 4, o31ai 10, or4 11
[worst paths after layout]
kind,start,to,slack [ps],cells past startpoint
min in group asynchronous,reset,db_reg[7]$_DFFE_PP0P_,970,2
worst max-delay path,db_reg[15]$_DFFE_PP0P_,db_out,980,5
worst max register to register,db_reg[15]$_DFFE_PP0P_,db_reg[16]$_DFFE_PP0P_,2090,4
worst min register to register,db_reg[17]$_DFFE_PP0P_,db_reg[17]$_DFFE_PP0P_,540,2
max in group asynchronous,reset,db_reg[10]$_DFFE_PP0P_,2680,2
worst min-delay path,db_reg[17]$_DFFE_PP0P_,db_reg[17]$_DFFE_PP0P_,540,2
[where the power goes]
part	leakage, uW	switching [uW]	total [uW]	internal, uW
clock	0.0000216	55.7	121	65.2
sequential	0.000249	4.67	185	180
combinational	0.000161	11.7	18.0	6.34
[routing by layer]
layer	share of wire [%]	wire length [um]	track usage (%)
met5	0	0	0
met3	6.9	167	1.44
met4	2.3	56	0.824
met2	42	1010	6.11
met1	49	1200	5.24
Power and IR drop assume default switching activity.
