`flow/design.v`:
```
module game_lives
(
   input wire clk, reset,
   input wire [9:0] x, y,                  
   input wire bm_hb_on, enemy_on, exp_on,  
   output wire gameover,                   
	output wire [11:0] background_rgb       
);
localparam INVISIBILITY_MAX = 150000000;   
wire [6:0] life_meter;
reg  [27:0] invisibility_reg;
wire [27:0] invisibility_next;
always @(posedge clk, posedge reset)
	if(reset) begin
	   invisibility_reg <= 0;
   end else 
	   invisibility_reg <= invisibility_next;
assign invisibility_next =                                   (invisibility_reg == INVISIBILITY_MAX) ?                    0 :
                           (invisibility_reg > 0) & (invisibility_reg < INVISIBILITY_MAX)           ? invisibility_reg + 1 :
								   invisibility_reg == 0  & ((exp_on & bm_hb_on) | (enemy_on & bm_hb_on))   ? 1 : invisibility_reg; 
reg  [2:0] lives_reg;
wire [2:0] lives_next;
always @(posedge clk, posedge reset)
	if(reset)
		lives_reg <= 5;
   else 
	   lives_reg <= lives_next;
assign lives_next = invisibility_reg == 1 & lives_reg > 0 ? lives_reg - 1 : lives_reg;
assign gameover = lives_reg == 0;
assign life_meter = lives_reg == 5 ? 7'd80 : 
                    lives_reg == 4 ? 7'd64 : 
                    lives_reg == 3 ? 7'd48 : 
                    lives_reg == 2 ? 7'd32 : 
                    lives_reg == 1 ? 7'd16 : 7'd0;
assign background_rgb = ((x > 450 && x < 451 + life_meter) && ( y > 10 && y < 31)) ? 12'h0f0 : 
                        ((x > 450 + life_meter && x < 531) && ( y > 10 && y < 31)) ? 12'h000 :
                        lives_reg == 5 ? 12'b101000000000 : 
                        lives_reg == 4 ? 12'b100000000000 : 
						lives_reg == 3 ? 12'b011000000000 : 
						lives_reg == 2 ? 12'b010000000000 : 
						lives_reg == 1 ? 12'b001000000000 : 12'd0;
endmodule
```
`flow/run.sh`:
```
#!/bin/bash
# OpenROAD 26Q1-2900-gdf79404cd8, Yosys 0.63+post, stock flow scripts
make -C /OpenROAD-flow-scripts/flow DESIGN_CONFIG=/design/flow/config.mk WORK_HOME=/design/flow/orfs finish
```
`flow/config.mk`:
```
export PLATFORM = sky130hd
export DESIGN_NAME = game_lives
export DESIGN_NICKNAME = game_lives
export VERILOG_FILES = /design/flow/design.v
export SDC_FILE = /design/flow/constraint.sdc
export NUM_CORES = 4
export LEC_CHECK = 1
export CORE_UTILIZATION = 50
```
`flow/constraint.sdc`:
```
current_design game_lives

set clk_period 7.1
set clk_io_pct 0.2

create_clock -name clk0 -period $clk_period [get_ports {clk}]

set non_clock_inputs [all_inputs -no_clocks]
set_input_delay [expr $clk_period * $clk_io_pct] -clock clk0 $non_clock_inputs
set_output_delay [expr $clk_period * $clk_io_pct] -clock clk0 [all_outputs]
```
==> flow_summary.json <==
{
  "outcome": "completed",
  "die_height_um": 70.6,
  "regToRegSetupSlack_ns": 4.04,
  "final_min_period_over_clock_period_pct": 71.6,
  "timing.fmax_ghz": 0.197,
  "layout_skew_ns": 0.00242,
  "mappedNetlistArea_mm2": 0.00235,
  "grt_use_total_pct": 22.8,
  "total_core_area_mm2": 0.00444,
  "numCtsBuffers": 5,
  "max_cap_violations": 0,
  "stage_log_warnings": 33,
  "worst_slew_margin_relative_to_its_limit_pct": 43.0,
  "hold_start": "invisibility_reg[26]$_DFFE_PP0P_",
  "start_kind": "input pin",
  "viasPerCell": 6.08,
  "worst_ep_required_time_ns": 5.68,
  "rsz0062_at_grt": "false",
  "remaining_drc_errors": 0,
  "holdBufCountCts": 0,
  "yosys_area_mm2": 0.00235,
  "highest-signal-layer": "met4",
  "first_iter_violations": 138,
  "most_common_cell_type_on_the_critical_path": "sky130_fd_sc_hd__clkdlybuf4s50_1",
  "vdd.ir_drop.worst_mv": 0.125,
  "worst-r2r-cell-count": 7,
  "clock_path_buffers": 2,
  "top_cells_by_area": "sky130_fd_sc_hd__dfrtp_1 (31%), sky130_fd_sc_hd__a211o_1 (7.5%), sky130_fd_sc_hd__ha_1 (7.5%)",
  "yosysWarnings": 1,
  "postSynthCellCount": 274,
  "proportion_of_synthesized_chip_area_in_sequential_cells_pct": 33.1,
  "yosys_cells": 274,
  "worst_setup_path_end_kind": "output pin",
  "fillers": 393,
  "wirelength_met1_um": 2510,
  "edf_count": 0,
  "grt_max_degree": 32,
  "timing_worst_setup_path_type": "input pin to output pin",
  "via_count_of_the_first_global_routing_pass": 2002,
  "multiInputGateArea_mm2": 0.00143,
  "place_congestion": 0.859,
  "ant_nets": 0,
  "final_core_utilization_pct": 61.4,
  "timing.setup.tns_ns": 0,
  "met3_length_um": 252,
  "cp_data_arrival_time_ns": 3.67,
  "report.final.setup_viol": 0,
  "i_o_buffers": 32,
  "antenna_found_initial": 0,
  "holdCritPathClass": "flop to flop",
  "avg_wl_per_cell_um": 14.3,
  "critical_path.slowest_cell": "sky130_fd_sc_hd__clkdlybuf4s50_1",
  "crit_chain": "clkdlybuf4s50_1 -> a211o_1 -> or3_1 -> a41oi_1 -> a211oi_1 -> o21ai_0 -> nor2b_1 -> clkdlybuf4s50_1",
  "pwr_density_cell_mw_per_mm2": 184,
  "die_width_um": 70.6,
  "met2_wirelength_um": 2260,
  "post_synth_num_cell_types": 45,
  "globalRoute.totalOverflow": 0,
  "crit_path_max_incr_delay_ns": 0.46,
  "yosysTopAreaCell": "sky130_fd_sc_hd__dfrtp_1",
  "via_count": 2151,
  "clock_sink_count": 31,
  "synth_largest_type_area_fraction_pct": 30.9,
  "ctsRootBufferMaster": "sky130_fd_sc_hd__clkbuf_8",
  "min_to": "invisibility_reg[26]$_DFFE_PP0P_",
  "timing_max_transition_violations_final": 0,
  "final_hold_vio_count": 0,
  "fp-row-count": 24,
  "timing.final.crit_period_ns": 5.09,
  "clk_pin_slew_ns": 0.06,
  "drt_first_pass_iters": 20,
  "yosys_register_bits": 31,
  "worstMarginPinSlew_ns": 0.849,
  "highest_fanout_seen_on_the_critical_path": 3,
  "cts_post_setup_buffers_inserted": 0,
  "postSynth.topFlopCell": "sky130_fd_sc_hd__dfrtp_1",
  "largest_reg_flops": 28,
  "ctsResizeCount": 0,
  "tritoncts": "built",
  "detail_route.antenna_diodes": 0,
  "detail_route.wirelength_um": 5070,
  "endpoint_of_the_most_critical_register_to_register_path": "invisibility_reg[2]$_DFFE_PP0P_",
  "hpwlAfterDp_um": 3660,
  "io_pins": 38,
  "seq_area_um2": 778,
  "synthToLayoutAreaGrowth_pct": 16.1,
  "r2r_start": "invisibility_reg[16]$_DFFE_PP0P_",
  "floorplan.core_util_pct": 52.9,
  "asyncSetResetFlopFracSynth_pct": 100,
  "cts-htree-levels": 2,
  "syn_area_per_cell_um2": 8.58,
  "dieArea_mm2": 0.00498,
  "final_layout_size_suffix_gt1_share_pct": 5.63,
  "startpoint": "x[0]",
  "leakagePower_nw": 1.39,
  "worstSkewPairLatency_ns": 0.28,
  "holdPathStages": 1,
  "grt_pass1_wl_um": 9060
}
-- report_power, final --
group / switching, mW / internal [mW] / total (mW)
logic: 0.0721 / 0.0661 / 0.138
registers: 0.0340 / 0.199 / 0.233
clock network: 0.0635 / 0.0687 / 0.132
total: 0.170 / 0.334 / 0.503
-- worst max-delay path by stage --
stage | end | slack, ns | depth (start not counted)
4_1_cts | background_rgb[10] | 2.00 | 8
5_1_grt | background_rgb[11] | 1.78 | 9
6_report | background_rgb[10] | 2.01 | 8
-- Yosys cell counts (all sizes together), types with 9 or more instances --
library cell and n:
dfrtp 29, and3 25, o21ai 10, nand4 9
nand2 20, nor2 11, a211o 20, nor3 25
ha 14, buf 12, a21oi 11, inv 9
nand3 14
-- cells in the final DEF, fill, tap and decap left out, drive strengths merged, types with 7 or more instances in the layout --
master,instances
a211o,20
a21oi,11
and3,25
clkbuf,7
clkdlybuf4s50,32
dfrtp,29
ha,14
inv,9
nand2,20
nand3,14
nand4,9
nor2,11
nor3,25
nor4,7
o21ai,10
-- final cells by class --
cell class | count | area share [%]
multi-input cells | 219 | 52.3
flip-flops and latches | 31 | 28.5
repair buffers | 35 | 12.6
clock buffers | 7 | 2.80
well taps | 52 | 2.38
inverters | 9 | 1.24
clock inverters | 1 | 0.183
-- per-layer routing --
| layer | vias to the layer above | global-route usage [%] |
|---|---|---|
| met5 | - | 0 |
| li1 | 1078 | - |
| met3 | 7 | 3.32 |
| met1 | 1017 | 36.2 |
| met4 | 0 | 2.22 |
| met2 | 49 | 36.0 |
-- critical path: cells and delay by family --
kind / cells / cell delay (ns)
AND-OR/OR-AND: 4 / 0.86
buffers and inverters: 2 / 0.92
AND/OR/NAND/NOR: 2 / 0.48
-- stage by stage --
step / area, µm² / hold WS, ns / total power [mW] / std cells / worst slack (ns)
6_report: 2730 / 0.506 / 0.503 / 354 / 2.01
5_1_grt: 2730 / 0.529 / 0.538 / 354 / 1.78
4_1_cts: 2730 / 0.507 / 0.509 / 354 / 2.00
3_5_place_dp: 2650 / 0.499 / 0.373 / 346 / 2.01
3_3_place_gp: 2650 / 0.495 / 0.373 / 346 / 2.06
2_1_floorplan: 2360 / 0.464 / 0.335 / 278 / 3.06
-- kinds of logic after synthesis --
| logic type | Yosys count | synth area share, % |
|---|---|---|
| AOI/OAI and AO/OA | 58 | 17.7 |
| xor gates and xnor gates | 3 | 1.12 |
| adders and majority gates | 14 | 7.45 |
| buffers and inverters | 28 | 6.76 |
| DFF | 31 | 33.1 |
| other | 1 | 0.160 |
| and+or+nand+nor | 139 | 33.7 |
No activity file was given, so power comes from the tool's default toggle rates.
